File: flow/config.mk
export PLATFORM = sky130hd
export DESIGN_NAME = fpga_1219
export DESIGN_NICKNAME = fpga_1219
export VERILOG_FILES = /design/flow/design.v
export SDC_FILE = /design/flow/constraint.sdc
export NUM_CORES = 4
export LEC_CHECK = 1
export CORE_UTILIZATION = 40
File: flow/constraint.sdc
current_design fpga_1219

set clk_period 10.9
set clk_io_pct 0.2

create_clock -name clk0 -period $clk_period [get_ports {clk}]

set non_clock_inputs [all_inputs -no_clocks]
set_input_delay [expr $clk_period * $clk_io_pct] -clock clk0 $non_clock_inputs
set_output_delay [expr $clk_period * $clk_io_pct] -clock clk0 [all_outputs]
File: flow/run.sh
#!/bin/bash
# OpenROAD 26Q1-2900-gdf79404cd8, Yosys 0.63+post, stock flow scripts
make -C /OpenROAD-flow-scripts/flow DESIGN_CONFIG=/design/flow/config.mk WORK_HOME=/design/flow/orfs finish
File: flow/design.v
module fpga_1219(
    input   [3:0]  DIP,
    input PB,
	 input clk,
	 input rst,
	 output reg [3:0] LED
    );
	 reg order=0;
	 reg start=0;
	 reg[30:0] cnt;
	 reg [3:0]state=4'b0000; 
	 always@(posedge clk)begin
	 if(rst==0)
	 begin
	 cnt=0;
	 LED=4'b1111;
	 order=0;
	 state=4'b0000;
	 start=0;
	 end
	 if(PB==0) start=1;
	 if(start==1)
	 begin
		 if(state==DIP && order==0)
		 begin
		 cnt=0;
		 order=order+1;
		 state=0;
		 end
		 else if(state!=DIP )
		 begin
			cnt=cnt+1;
			if(cnt==30'd50000000 && order==0 && state==0)
			begin
				LED[0]=0;
				state=state+1'b1;
				cnt=0;
			end
			else if(cnt==30'd50000000 && order==0 && state==1)
			begin
				LED[1]=0;
				state=state+1'b1;
				cnt=0;
			end
			else if(cnt==30'd50000000 && order==1 && state==0)
			begin
				LED[2]=0;
				state=state+1'b1;
				cnt=0;
			end
			else if(cnt==30'd50000000 && order==1 && state==1)
			begin
				LED[3]=0;
				state=state+1'b1;
				cnt=0;
			end
			else if(cnt==30'd50000000 && order==0 )
			begin
				state=state+1'b1;
				cnt=0;
			end
		 end
	   end 
	end
endmodule
==> results.toml <==
# generated from flow reports
[flow_run]
tool_warnings = 27
drv_cap = 0

[yosys]
synthCells = 419
yosys_area_um2 = 3130
synth-async-reset-ratio_pct = 0
post_synth.cell_area_avg_um2 = 7.48
ff_type = "dfxtp_1"
synth-seq-area-share_pct = 26.2
synth_cell_types = 66
ys_cells = 419
syn_area_um2 = 3130
ys_warn_count = 1
ys.flops = 41
edf_count = 0

[setup_path]
rr_worst_depth = 8
crit_type = "input pin to flip-flop"
r2r_end = "cnt[13]"
cp.arrival_ps = 6400
timing.rr.start = "cnt[7]"
required_ps = 11060
worst_setup_path_end_kind = "flip-flop"
cp_max_fo = 61
start_kind = "input pin"
ff2ff_setup_slack_ps = 6790

[route]
vias_per_cell = 6.35
wl_met3_um = 681
vias = 3244
routed_wl_um = 9260
top_layer_used = "met4"
final_antenna_net_count = 0
first_pass_iters = 5
avgRoutedWirePerCell_um = 18.1
m1WireLength_um = 4380
wl_met2_um = 3990
dr.first_iter.drc_count = 358
num_antenna_cells = 0
drc = 0

[sta]
rsz0062_at_grt = "no"
worst_pin_slew_ps = 825
hold_viol = 0
setup-tns-final_ps = 0
fmax_mhz = 160
clock_skew_ps = 7.06
period_needed_ps = 6230
slew_violations = 0
setup_viol = 0
hold_slack_ps = 486
slew_headroom_pct = 44.9
finalClockPeriodUsage_pct = 57.2

[cells_and_area]
flop_area_um2 = 821
drive_gt1_share_pct = 7.77
logic_area_um2 = 2150
lay_top_cells = "60 x nand2_1, 41 x dfxtp_1, 27 x nor2_1, 27 x o21ai_0, 24 x nand3_1"
final.fill_count = 736
areaGrowthSynthToFinish_pct = 7.27
layout_top_cell = "nand2_1"
final_area_um2 = 3360

[floorplan]
io_pins = 11
die_area_um2 = 8190
row_count = 31
die_h_um = 90.5
core_region_area_um2 = 7410
die_width_um = 90.5
fp_util_pct = 42.3

[min_path]
whs_endpoint = "LED[0]"
hp-start = "LED[0]"
worst_hold_path_type = "flip-flop to flip-flop"
hold_depth = 2

[placed_design]
dp_hpwl_um = 6570
port_buffers = 10
gp_congestion = 0.956
post_dp_cell_area_um2 = 3260

[clocking]
clk_pin_slew_ps = 80
cts_tree = "built"
holdBufCountCts = 0
clock_sinks = 41
htree_levels = 2
clock_latency_ps = 300
cts_setup_buffers = 0
cts.root.buffer_cell = "clkbuf_8"
cts_made_buffers = 5
cts_resized = 0
clock_path_buffers = 2

[pwr]
p_leak_nw = 1.06
power.total_mw = 0.301
p_per_area_nw_per_um2 = 89.6
vdd_drop_max_mv = 0.0612

[global_routing]
antenna_found_initial = 0
grt_util_all_layers_pct = 24.0
grt_max_degree = 62
grt_pass1_vias = 2866
grt_pass1_wl_um = 15500
grt-ovfl-total = 0

[status]
status = "finished clean"
## registers in the layout (all words and copies together), names as in the netlist
name / cells
order: 1
start: 1
cnt: 31
state: 4
LED: 4
## layout make-up
class	count	share of cell area [%]
well taps	99	3.68
multi-input cells	341	63.9
repair buffers	16	4.17
clock inverters	2	1.04
flip-flops and latches	41	24.4
clock buffers	5	2.05
inverters	7	0.782
## layer usage
metal  global-route usage, %  vias to the layer above
li1                        -                     1573
met1                    39.2                     1528
met2                    34.5                      120
met3                    2.91                       23
met4                    4.30                        0
met5                       0                        -
## worst max path at each step
stage                 start       to  slack (ps)  depth (start not counted)
after CTS               rst  cnt[28]        4770                         12
after global routing    rst  cnt[13]        4340                         12
final                   rst  cnt[13]        4670                         10
## report_power, final
group          leakage, nW  switching (mW)  internal, mW
combinational        0.679          0.0179       0.00765
clock               0.0540          0.0548        0.0666
sequential           0.331         0.00265         0.152
total                 1.06          0.0754         0.226
## synth_stat cells (all sizes together), types with 4 or more instances
master,instances,area share (%)
clkbuf,14,1.7
o21ai,28,4.5
dfxtp,41,26
nand3,26,4.5
o22ai,6,1.2
a211oi,6,1.4
nand2,60,7.2
nor3,20,3.2
nor4,16,4.8
xor2,6,1.7
inv,7,0.84
or3,4,0.80
or4,4,1.3
nand2b,5,1.0
ha,4,1.6
nor4b,4,1.8
and3,11,2.2
xnor2,8,2.2
and4,6,1.7
nor2,27,3.2
a21o,4,0.96
and2,6,1.2
a21oi,11,1.8
a31oi,18,3.6
buf,16,2.8
mux2i,4,1.3
nand4,19,5.0
o31ai,4,0.96
## critical path: stages
cell and delay (ps):
buf_2 80, buf_4 510, nand3_1 430, nor4_1 740
nand4b_1 200, a21o_1 240, a2111oi_2 390, nand4_2 700
nand2_1 720, o21ai_0 170
## logic make-up after synthesis
family / Yosys count / synth area share (%)
simple gates: 218 / 40.4
compound gates: 100 / 20.9
flops: 41 / 26.2
buf+inv: 37 / 5.31
xor+xnor: 14 / 3.91
mux: 5 / 1.64
fa+ha+maj: 4 / 1.60
## through the flow
step | util (%) | setup slack (ps) | cells
floorplan | - | 4470 | 419
global placement | 44.0 | 4510 | 504
detailed placement | 44.0 | 4470 | 504
CTS | 45.4 | 4770 | 511
global route | 45.4 | 4340 | 511
finish | 45.4 | 4670 | 511
Power is estimated from default activity; no workload was simulated.
