--- run.sh ---
#!/bin/bash
# OpenROAD 26Q1-2900-gdf79404cd8, Yosys 0.63+post, stock flow scripts
make -C /OpenROAD-flow-scripts/flow DESIGN_CONFIG=/design/flow/config.mk WORK_HOME=/design/flow/orfs finish
--- config.mk ---
export PLATFORM = sky130hd
export DESIGN_NAME = fsm_div2
export DESIGN_NICKNAME = fsm_div2
export VERILOG_FILES = /design/flow/design.v
export SDC_FILE = /design/flow/constraint.sdc
export NUM_CORES = 4
export LEC_CHECK = 1
export CORE_UTILIZATION = 50
--- constraint.sdc ---
current_design fsm_div2

set clk_period 8.9
set clk_io_pct 0.2

create_clock -name clk0 -period $clk_period [get_ports {clk}]

set non_clock_inputs [all_inputs -no_clocks]
set_input_delay [expr $clk_period * $clk_io_pct] -clock clk0 $non_clock_inputs
set_output_delay [expr $clk_period * $clk_io_pct] -clock clk0 [all_outputs]
--- design.v ---
module fsm_div2(
    input PB1,
	 input PB2,
	 input clk,
	 input rst,
	 output reg [1:0] LED
    );
	 reg start1=0;
	 reg start2=0;
	 reg[30:0] cnt;
	 reg [3:0]temp=0;
	 always@(posedge clk)begin
	 if(rst==0)
	 begin
	 cnt=0;
	 LED=2'b11;
	 start1=0;
	 start2=0;
	 end
	 if(PB1==0) 
	 begin
	 start1=1;
	 start2=0;
	 temp=0;
	 cnt=0;
	 end
	 else if(PB2==0) 
	 begin
	 start2=1;
	 start1=0;
	 temp=0;
	 cnt=0;
	 end
	 if(start1==1)
	 begin
		 if(cnt==30'd50000000 &&temp==0)
		 begin
		 LED<=2'b00;
		 temp=temp+1;
		 cnt=0;
		 end
		 if(cnt==30'd50000000 &&temp==1)
		 begin
		 LED<=2'b10;
		 temp=temp+1;
		 cnt=0;
		 end
		 else if(cnt==30'd50000000 &&temp==2)
		 begin
		 LED<=2'b01;
		 temp=temp+1;
		 cnt=0;
		 end
		 else if(cnt==30'd50000000 &&temp==3)
		 begin
		 LED<=2'b11;
		 temp=0;
		 cnt=0;
		 end	
		 cnt=cnt+1;
	 end
	 else if(start2==1)
	 begin
		 if(cnt==30'd25000000 &&temp==0)
		 begin
		 LED=2'b00;
		 temp=temp+1;
		 cnt=0;
		 end
		 else if(cnt==30'd25000000 && temp==1)
		 begin
		 LED=2'b01;
		 temp=temp+1;
		 cnt=0;
		 end
		 else if(cnt==30'd25000000 && temp==2)
		 begin
		 LED=2'b10;
		 temp=temp+1;
		 cnt=0;
		 end
		 else if(cnt==30'd25000000 && temp==3)
		 begin
		 LED=2'b11;
		 temp=0;
		 cnt=0;
		 end	
		 cnt=cnt+1;
	 end
	end
endmodule
==> notes.md <==
run results: grt met3 use=5.82%, CTS buffer count=5, CTS Sinks=39, cell taking the most area after synthesis=dfxtp_1, sequence of cells on the critical path=clkdlybuf4s50_1, nand3_1, ha_1, nand3b_1, or3_1, or3_1, mux2i_1, inv_1, ha_1, or3_1, nand4_1, a2111oi_2, buf_4, nor4_1, o21ai_0, and3_1, Top Usage Layer GRT=met2, total grt overflow=0, largest net degree at the start of global routing=37, DRT Wirelength=11800 um, startpoint types=input pin, fin crit period=5.89 ns, Post-CTS Setup Bufs=0, Syn. warnings=1, Core Area=6760 um2, DR vias=3832, final hold vios=0, minimum hold slack=0.533 ns, initial antenna violation count=0, Post-synth EDFFs=0, Setup Skew=0.00752 ns, cts repair resizes=0, r2r startpoint=cnt[8], CP endpoint kind=flip-flop, Insertion Delay late pin=0.30 ns, Max Root-Sink Buffers=2, DIE HEIGHT=85.4 um, final period utilization=66.2%, CP arrival=6.09 ns, placed cells=543, area reported by Yosys stat=3480 um2, Detailed Place HPWL=8430 um, antenna cells=0, CP most frequent cell=or3_1, clk slew on worst S/H paths=0.09 ns, H-tree levels=2, CP required=9.10 ns, Top-area cell share=22.5%, LEAKAGE=1.17 nW, #FFs+latches synth=39, Hold Path End=temp[3], drt first pass iters=5, DR vias/cell=6.95, Async SR Flop Fraction=0%, Post-synth seq share=22.5%, Routed Antenna Nets=0, Post-Synthesis Cell Area=3480 um2, Synth top cells by count=nand2_1, dfxtp_1, nor2_1, top-count cell post-synth=nand2_1, met2 usage=52.9%, number of cells in Yosys stat=487, pins over their slew limit=0, VDD IR max=0.0576 mV, clock tree root buffer cell=clkbuf_8, setup tns final=0 ns, Tool Warnings=30, Total Power=417 uW, synthesized instance count=487, end of the worst register-to-register path=cnt[17], critical-path maximum fanout=21, hold path cells=1, Residual DRC=0, Post-Layout Cell Count=551, global-route wire length before repair=19200 um, Die X=85.4 um, Hold Crit Start=temp[3], reg2reg path depth=13, Avg Cell Area, Syn=7.14 um2, fmax=0.170 GHz, CP max-delay cell=clkdlybuf4s50_1, dominant synthesized flop cell=dfxtp_1, site row count=30, Final setup violation count=0, CTS Hold Bufs=0, Slew headroom=49.2%, Max stage delay on crit path=0.78 ns, total track usage=34.4%, Pwr per Cell Area=114 nW/um2, wire length per cell=21.4 um, RSZ-0062 raised after global routing=false, Syn-to-layout area delta=5.15%, CTS tree=built, max-cap violations=0, post-layout instance area=3660 um2, chip area=7290 um2, global placer's final weighted congestion=1.00, most area-consuming cells after synthesis=dfxtp_1, nand2_1, nand3_1, share of cells above drive strength 1=7.01%, R2R Setup Slk=4.76 ns, status=completed, critical path type=input pin to flip-flop, placed cell area=3530 um2, # port buffers=5, Min-Delay Path Class=flip-flop to flip-flop, number of global-route vias before repair=3508, Yosys cell types=69, Iter 0 DRT Violations=501, Least-Margin Pin Slew=0.756 ns, met1 Usage GRT=52.3%, FP Core Util=51.5%, IO Count=6
-- worst max-delay path by stage --
stage         slack [ns]  start  endpoint  cells after the start
CTS                 3.11    PB1   cnt[17]                     16
global route        2.66    PB1   cnt[17]                     14
finish              3.01    PB1   cnt[17]                     16
-- routing by layer --
metal | part of all wire, % | up-vias
met5 | 0 | -
met4 | 2.1 | 0
met2 | 44 | 221
met3 | 11 | 26
met1 | 43 | 1746
li1 | - | 1839
-- critical path: cells and delay by family --
kind	cells	cell delay, ns
buffers and inverters	3	1.06
adders and majority gates	2	0.53
AOI/OAI and AO/OA	2	0.20
and+or+nand+nor	8	2.24
muxes	1	0.27
-- cell type report --
type | count | area, um2
clock buffer | 6 | 82.6
sequential | 39 | 781
timing repair buffer | 13 | 110
clock inverter | 2 | 38.8
tap | 80 | 100
multi-input combinational | 400 | 2500
fill | 659 | 3100
inverter | 11 | 41.3
-- cell usage in the layout, fill, tap and decap left out, types with 5 or more instances in the layout --
master           netlist  final
nand3_1               31     31
and4_1                 6      6
a31oi_1               16     16
nand2_1               51     51
inv_1                 10     10
dfxtp_1               39     39
xnor2_1                8      8
or3_1                 13     13
nand4_1               20     20
buf_4                  1      8
clkdlybuf4s50_1        0      5
ha_1                   9      9
o22ai_1                6      6
and2_1                 7      7
o31a_1                 5      5
nor3_1                22     22
xor2_1                11     11
nor2_1                37     37
a21oi_1               13     13
or4_1                 10     10
clkbuf_8               0      6
a211oi_1               6      6
and3_1                 9      9
o21ai_0               28     28
nor4_1                19     19
-- cell families after synthesis --
group | count (synthesis) | share of synthesized area, %
flip-flops | 39 | 22.5
XOR/XNOR | 19 | 4.79
multiplexers | 6 | 1.80
AND/OR/NAND/NOR | 255 | 40.4
buffers and inverters | 48 | 5.58
adder cells (fa/ha/maj) | 9 | 3.24
AND-OR/OR-AND | 111 | 21.7
-- power by group --
part           switching (mW)  internal (mW)  leakage, nW
registers             0.00972          0.181        0.319
clock network          0.0723         0.0924       0.0618
logic                  0.0405         0.0219        0.787
total                   0.123          0.295         1.17
-- through the flow --
step / utilization [%] / setup slack, ns
2_1_floorplan: - / 3.78
3_3_place_gp: 52.3 / 2.96
3_5_place_dp: 52.3 / 2.79
4_1_cts: 54.1 / 3.11
5_1_grt: 54.1 / 2.66
6_report: 54.1 / 3.01
-- state kept, by name, summed over array words and instances, names as in the netlist --
name    flops
LED         2
temp        4
cnt        31
start1      1
start2      1
Power figures rest on the tool's default switching activity, not on a simulated workload.
