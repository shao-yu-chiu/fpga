## ./design.v

```verilog
`timescale 1ns / 1ps
module test1212(
    input [3:0] P,
	 input clk,
	 input [3:0]dip,
	 output reg [3:0] Led
    );
	reg [26:0] cnt;
	reg state=0;
	reg state2=0;
	always@(posedge clk )
	begin
	if(cnt==27'd48000001)
	begin
		cnt<=0;
	end
	else if(dip[0]==0 && dip[1]==1 && dip[2]==1 && dip[3]==0 && state2==0)
	begin
		state=0;
		if(cnt<27'd5000000)
		begin
			Led[0]=1'b1;
			cnt<=cnt+1;
		end
		else if(cnt<27'd10000000)
		begin
			Led[0]=1'b1;
			Led[1]=1'b0;
			cnt<=cnt+1;
		end
		else if(cnt<27'd15000000)
		begin
			Led[1]=1'b1;
			Led[2]=1'b0;
			cnt<=cnt+1;
		end
		else if(cnt<27'd20000000)
		begin
			Led[2]=1'b1;
			Led[3]=1'b0;
			cnt<=cnt+1;
		end
		else if(cnt<27'd25000000)
		begin
			Led[3]=1'b1;
			Led[2]=1'b0;
			cnt<=cnt+1;
		end
		else if(cnt<27'd30000000)
		begin
			Led[2]=1'b1;
			Led[1]=1'b0;
			cnt<=cnt+1;
		end
		else if(cnt<27'd35000000)
		begin
			Led[1]=1'b1;
			Led[0]=1'b0;
			cnt<=cnt+1;
		end
		else if(cnt<27'd40000000)
		begin
			Led[0]=1'b1;
			cnt<=cnt+1;
		end
		else if(cnt==27'd48000000)
		begin
			state2<=1;
			cnt<=cnt+1;
		end
	end
	else  
	begin
		state2=0;
		cnt<=cnt+1;
		if(cnt<27'd8000000 && state==0)
		begin
			Led[0]=1'b0;
			Led[1]=1'b0;
			Led[2]=1'b0;
			Led[3]=1'b0;
			cnt<=cnt+1;
		end
		else if(cnt<27'd16000000 && state==0)
		begin
			Led[0]=1'b1;
			Led[1]=1'b1;
			Led[2]=1'b1;
			Led[3]=1'b1;
			cnt<=cnt+1;
		end
		else if(cnt<27'd24000000 && state==0)
		begin
			Led[0]=1'b0;
			Led[1]=1'b0;
			Led[2]=1'b0;
			Led[3]=1'b0;
			cnt<=cnt+1;
		end
		else if(cnt<27'd32000000 && state==0)
		begin 
			Led[0]=1'b1;
			Led[1]=1'b1;
			Led[2]=1'b1;
			Led[3]=1'b1;
			cnt<=cnt+1;
		end
		else if(cnt<27'd40000000 && state==0)
		begin
			Led[0]=1'b0;
			Led[1]=1'b0;
			Led[2]=1'b0;
			Led[3]=1'b0;
			cnt<=cnt+1;
		end
		else if(cnt<27'd48000000 && state==0)
		begin
			Led[0]=1'b1;
			Led[1]=1'b1;
			Led[2]=1'b1;
			Led[3]=1'b1;
			cnt<=cnt+1;
		end
		else if(cnt==27'd48000000)
		begin
		state<=1;
		cnt<=cnt+1;
		end
	end
end
endmodule
```

## ./run.sh

```bash
#!/bin/bash
# OpenROAD 26Q1-2900-gdf79404cd8, Yosys 0.63+post, stock flow scripts
make -C /OpenROAD-flow-scripts/flow DESIGN_CONFIG=/design/flow/config.mk WORK_HOME=/design/flow/orfs finish
```

## ./config.mk

```make
export PLATFORM = sky130hd
export DESIGN_NAME = test1212
export DESIGN_NICKNAME = test1212
export VERILOG_FILES = /design/flow/design.v
export SDC_FILE = /design/flow/constraint.sdc
export NUM_CORES = 4
export LEC_CHECK = 1
export CORE_UTILIZATION = 30
```

## ./constraint.sdc

```tcl
current_design test1212

set clk_period 5.5
set clk_io_pct 0.2

create_clock -name clk0 -period $clk_period [get_ports {clk}]

set non_clock_inputs [all_inputs -no_clocks]
set_input_delay [expr $clk_period * $clk_io_pct] -clock clk0 $non_clock_inputs
set_output_delay [expr $clk_period * $clk_io_pct] -clock clk0 [all_outputs]
```

==> summary.txt <==
impl run done, here's what came out: Reg clk slew, reported paths=0.07 ns, First-pass DRT Iterations=4, yosys adder share=0.0108, antenna violations before repair=0, RSZ-0062 raised after global routing=no, Die ar.=0.00805 mm², routability cong.=0.921, register share of total power=0.569, Largest logic family=simple AND/OR/NAND/NOR gates, cell area after synthesis=0.00231 mm², EDFF count, synth=6, worst slew pin tran=0.656 ns, met2 routed WL=2430 µm, top cells, area=dfxtp_1 23%, edfxtp_1 7.8%, nor2_1 5.7%, post-synth top area cell=dfxtp_1, Final Cycle Share=0.608, first-pass GRT wire length=9780 µm, Post-synth seq share=0.312, Cell Type Count=56, Root Driver=clkbuf_8, Port Buffers=8, MUX share of area=0.00921, aoi share=0.234, wl on met1=3010 µm, Final Skew=0.00161 ns, PwrDens=175 mW/mm², Pint=342 µW, CTS tree=yes, synth warn=1, ys async rst share=0, XOR Share, Synth=0.0569, area added between synthesis and finish=7.70%, tool warning count=30, yosys stat area=0.00231 mm², H-tree levels=2, Iteration-0 DRC Markers=176, part of the power in combinational logic=0.018, fp_density=0.315, num rows=31, Final setup viols=0, Die Wd=89.7 µm, Critical Path RT=5.65 ns, diodes inserted=0, status=finished clean, top_reg_cell synth=dfxtp_1, # Cells Yosys=298, Simple-Gate Fraction of Synth Area=0.318, crit path kind=input port to flip-flop, Layout fillers=782, Core ar.=0.00733 mm², dominant logic cell type in the layout=nor2_1, Post-synth regs=33, I/O Pins=13, Congestion Overflow GR=0, Fmax=0.299 GHz, ratio of cells with drive above 1 in the final layout=0.0660, Final Hold Viols=0, CP endpoint kind=flip-flop, setup slack after layout=2.15 ns, flop-to-flop setup slack=2.67 ns, Max VDD drop=0.000101 V, clock power share=0.412, Detail Route Antenna Nets=0, Total Routing Usage GR=0.149, share of Yosys cell area claimed by the top area cell type=0.234, leakage dissipation=0.866 nW, Max clock buf depth=2, startpoint types=input port, drt total wl=5780 µm, total CTS buffers=5, Die Ht=89.7 µm, vias in the first global route=1887, relative slew slack=0.562, via count=2174, met3 wire length=247 µm, # hold bufs at CTS=0, Net Sw Frac=0.213, pin count of the biggest net entering global routing=20, hpwl dp=4060 µm, DR top layer=met4, Final Max Tran Viols=0, post-CTS setup buffer count=0, clk latency late pin=0.29 ns, setup TNS=0 ns, dpl ws=1.86 ns, post-cts sizing count=0, max_cap viols=0, hold crit path type=flip-flop to flip-flop, CTS Sinks=33, Syn Inst Count=298, smallest hold slack=0.528 ns, vias per inst=5.62, Net Switching=92.6 µW, DR DRC count=0, crit path DAT=3.49 ns, most numerous logic cells after layout=35 x nor2_1, 27 x dfxtp_1, 26 x nand2_1, fin crit period=3.35 ns, crit-path max FO=13, average wire per standard cell=14.9 µm, Syn Area/Cell=7.75 µm²
[critical path, cell delays in order]
cell,delay (ns)
clkdlybuf4s50_1,0.39
nor2b_1,0.12
nand3_1,0.20
clkinv_1,0.27
o31ai_1,0.13
buf_4,0.23
nand4_1,0.44
o311ai_0,0.47
o41ai_1,0.13
[flip-flops by register name, summed over array words and instances, names as in the netlist]
register and flops:
cnt 27, state 1, Led 4, state2 1
[power by group through the flow]
stage	clock network, mW	registers, mW	logic [mW]
4_1_cts	0.182	0.248	0.00804
5_1_grt	0.197	0.248	0.00907
6_report	0.179	0.248	0.00793
[final timing paths]
kind / startpoint / end / cells after the start
worst max-delay path: dip[2] / cnt[23]$_SDFFE_PP0P_ / 9
worst min-delay path: cnt[4]$_SDFFE_PP0P_ / cnt[4]$_SDFFE_PP0P_ / 1
worst max register to register: cnt[23]$_SDFFE_PP0P_ / cnt[8]$_SDFFE_PP0P_ / 6
worst min register to register: cnt[4]$_SDFFE_PP0P_ / cnt[4]$_SDFFE_PP0P_ / 1
[final cells by class]
cell class | instances | area (µm²) | share of cell area
Multi-Input combinational cell | 232 | 1450 | 0.584
Sequential cell | 33 | 721 | 0.290
Tap cell | 99 | 124 | 0.0498
Timing Repair Buffer | 9 | 87.6 | 0.0352
Clock buffer | 8 | 80.1 | 0.0322
Inverter | 6 | 22.5 | 0.00906
[kinds of logic (layout without fill, tap and decap cells)]
| logic type | count (synthesis) | count (layout) |
|---|---|---|
| adder cells (fa/ha/maj) | 2 | 2 |
| XOR/XNOR | 15 | 15 |
| multiplexers | 2 | 2 |
| AND-OR/OR-AND | 77 | 77 |
| AND/OR/NAND/NOR | 136 | 136 |
| flip-flops | 33 | 33 |
| buffers and inverters | 33 | 23 |
[stage by stage]
| step | cells | area, µm² | util | total power, mW |
|---|---|---|---|---|
| finish | 387 | 2490 | 0.339 | 0.435 |
| global route | 387 | 2490 | 0.339 | 0.454 |
| CTS | 387 | 2490 | 0.339 | 0.438 |
| detailed placement | 379 | 2410 | 0.328 | 0.261 |
| global placement | 379 | 2410 | 0.328 | 0.261 |
| floorplan | 298 | 2310 | - | 0.256 |
[routing by layer]
layer / track usage / up-vias
met5: 0 / -
met3: 0.0206 / 10
met1: 0.246 / 1000
li1: - / 1095
met2: 0.209 / 69
met4: 0.0287 / 0
[synthesized netlist by cell type (2+ instances only)]
master     number
a41o_1          2
nor2b_1         3
nor3_1         12
nand3_1        12
edfxtp_1        6
xnor2_1         4
inv_1           5
a21boi_0        2
xor2_1         11
nand2_1        26
o311a_1         4
or4_1           2
o311ai_0        2
a211oi_1        5
nand4_1        12
o211ai_1        8
o31ai_1         6
o21a_1          2
and3_1          3
buf_1           2
a21oi_1         8
or2_2           4
clkbuf_1       20
o21ai_0        18
buf_2           4
dfxtp_1        27
o41ai_1         2
or3_1           6
and2_1          4
ha_1            2
a31oi_1         5
o211a_1         2
nor4_1          5
and4_1          3
nor2_1         35
o2111ai_1       3
o21ai_2         2
Power and IR drop assume default switching activity.
